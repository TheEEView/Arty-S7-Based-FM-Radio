==> flow/design.v <==
module btn_deb_sv #(
    parameter int DEB_CNT         = 1000000,   
    parameter bit ACTIVE_HIGH_BTN = 1'b1       
) (
    input  logic i_sysclk,      
    input  logic i_rst,         
    input  logic i_btn,         
    output logic o_pulse        
);
logic [$clog2(DEB_CNT+1)-1:0] db_cnt;
always_ff @(posedge i_sysclk) begin
    if (i_rst) begin
        db_cnt  <= '0;
        o_pulse <= '0;
    end else begin
        if (ACTIVE_HIGH_BTN) begin
            if (i_btn) begin
                if (db_cnt < DEB_CNT) begin
                    db_cnt <= db_cnt + 1'b1;
                end
            end else begin
                db_cnt <= '0;
            end
        end else begin
            if (!i_btn) begin
                if (db_cnt < DEB_CNT) begin
                    db_cnt <= db_cnt + 1'b1;
                end
            end else begin
                db_cnt <= '0;
            end
        end
        if (db_cnt == DEB_CNT - 1) begin
            o_pulse <= 1'b1;
        end else begin
            o_pulse <= 1'b0;
        end
    end
end
endmodule
==> flow/run.sh <==
#!/bin/bash
# OpenROAD 26Q1-2900-gdf79404cd8, Yosys 0.63+post, stock flow scripts
make -C /OpenROAD-flow-scripts/flow DESIGN_CONFIG=/design/flow/config.mk WORK_HOME=/design/flow/orfs finish
==> flow/config.mk <==
export PLATFORM = sky130hd
export DESIGN_NAME = btn_deb_sv
export DESIGN_NICKNAME = btn_deb_sv
export VERILOG_FILES = /design/flow/design.v
export SDC_FILE = /design/flow/constraint.sdc
export NUM_CORES = 4
export LEC_CHECK = 1
export CORE_AREA = 10 10 82 82
export DIE_AREA = 0 0 92 92
==> flow/constraint.sdc <==
current_design btn_deb_sv

set clk_period 2.7
set clk_io_pct 0.2

create_clock -name clk0 -period $clk_period [get_ports {i_sysclk}]

set non_clock_inputs [all_inputs -no_clocks]
set_input_delay [expr $clk_period * $clk_io_pct] -clock clk0 $non_clock_inputs
set_output_delay [expr $clk_period * $clk_io_pct] -clock clk0 [all_outputs]
==> run summary <==
Results of the full flow below.

Cells and area:
- The run puts the core utilization of the finished layout at 24.7%.
- The run gives the fraction of layout cells with a size suffix above 1 as 11.2%.
- The run puts the area overhead of the layout relative to synthesis at 13.9%.

Power and ir drop:
- The run gives the total power as 0.536 mW.
- The run puts the fraction of power spent switching nets at 20.9%.
- The run gives the total leakage power as 0.391 nW.
- Internal power comes to 0.424 mW.
- The flow reports that combinational logic draws 3.3% of the design power.
- The run gives the sequential cell fraction of total power as 58.4%.
- The run gives the clock power share as 38.4%.
- The run puts the net switching power at 0.112 mW.
- The run puts the ratio of total power to cell area at 428 mW/mm².
- The run gives the maximum resistive drop on vdd as 0.205 mV.

Yosys:
- The most frequently used library cell after synthesis is sky130_fd_sc_hd__dfxtp_1.
- The run gives the cell count in the Yosys report as 131.
- The most used flip-flop cell after synthesis is sky130_fd_sc_hd__dfxtp_1.
- The run puts the mean instance size in the synthesized netlist at 8.40 µm².
- In the synthesized netlist, the number of instances is 131.
- The chip area line in the Yosys stat output reads 0.00110 mm².
- The run gives the library cell occupying the most area in the post-synthesis netlist as sky130_fd_sc_hd__dfxtp_1.
- The synthesis report gives the async set-or-reset register share as 0%.
- Warnings reported by Yosys during synthesis add up to 1.
- The run puts the register area share after synthesis at 38.2%.
- For reference, the top cells by count after synthesis are sky130_fd_sc_hd__dfxtp_1 (21), sky130_fd_sc_hd__nand2_1 (16), sky130_fd_sc_hd__or4_1 (8).
- The run puts the count of flip-flops with a built-in enable after synthesis at 0.
- The run puts the number of distinct library cell variants in the gate-level netlist after synthesis at 37.
- The run gives the register bit total from synthesis as 21.
- After synthesis, the cell types taking the most area are sky130_fd_sc_hd__dfxtp_1 (38%), sky130_fd_sc_hd__nand2_1 (5.5%), sky130_fd_sc_hd__or4_1 (5.5%), sky130_fd_sc_hd__nand4_1 (4.0%), sky130_fd_sc_hd__a21oi_1 (3.2%).
- The top cell type by area accounts for 38.2% of the synthesized area.
- The run gives the mapped cell area as 0.00110 mm².

Worst setup path:
- The timing report gives the biggest stage delay along the critical path as 690 ps.
- Counting stages on the worst path, the most repeated cell is sky130_fd_sc_hd__or4_1.
- The worst register-to-register path has a setup slack of 610 ps.
- The run gives the data required time at the worst endpoint as 2890 ps.
- The worst setup path is launched from a register.
- The run puts the worst reg-to-reg path cell count at 4.
- Walking the worst path, the cells encountered are nand4_4, or4_1, or4_1, a31oi_1.
- The run gives the element type at the critical path end as a register.
- The run gives the arrival time at the worst endpoint as 2280 ps.
- The run puts the maximum fanout encountered on the critical timing path at 10.
- The run gives the terminus of the critical flop-to-flop path as db_cnt[17].
- Per the STA report, the cell with the highest stage delay on the worst path is sky130_fd_sc_hd__or4_1.
- The critical path in this run is classified as reg2reg.
- The launch point of the worst register-to-register path is recorded as db_cnt[4].

Hold path:
- The run gives the class of the most critical hold timing path as reg2reg.
- The run gives the hold path startpoint as db_cnt[19].
- STA shows the worst min-delay path finishing at db_cnt[19].
- The run puts the worst hold path stage count at 1.

Final timing:
- The run gives the transition at the pin with the smallest max-transition slack as 549 ps.
- The run gives the final tally of setup violations as 0.
- The worst path meets setup with 606 ps of slack.
- The run gives the worst clock skew on the final layout as 5.22 ps.
- The run puts the setup TNS at 0 ps.
- The run puts the number of hold violations in the final report at 0.
- The run puts the highest clock frequency the design can meet at 477 MHz.
- The run puts the worst-case headroom to the max-slew limit at 63.0%.
- The run puts the final period utilization at 77.6%.
- The run gives the final max-slew violation count as 0.
- The run puts the post-route minimum period at 2090 ps.
- Setup repair after global routing left no endpoint under its margin.

Global route:
- The run puts the overall routing resource usage at 5.77%.
- After global routing the overflow that remains totals 0.
- The run puts the global-route wire length before repair at 4200 µm.
- Entering global routing, the biggest net connects 20 pins.
- The number of global-route vias before repair came to 917.
- The run gives the number of antenna violations at the first check in global routing as 0.

Route:
- The script logs the mean routed wire length per placed instance as 11.9 µm.
- For this block, the via count after detailed routing is 992.
- The wire length recorded after detailed routing is 2430 µm.
- The run puts the detail-routed via count per cell at 4.86.
- The detail route stage leaves a number of antenna-violating nets equal to 0.
- The run puts the iteration-0 DRC count of the detailed router at 74.
- For this run, the detailed router's first-pass iteration total came to 4.
- The run puts the DRC violation count after routing at 0.
- Antenna repair during routing inserted a diode count of 0.

CTS:
- The run gives the H-tree level count as 1.
- The later pin in the worst-skew pair is clocked with a latency of 260 ps.
- TritonCTS built the clock tree.
- The run gives the number of resized instances in the post-cts repair step as 0.
- After clock tree synthesis, the flow added hold-fix buffers numbering 0.
- The run gives the total CTS buffers as 3.
- The run gives the number of clock sinks as 21.
- The run gives the clock-pin slew of the registers on the worst-case setup and hold paths as 80 ps.
- Counting along the longest clock path gives a buffer depth of 2.
- Clock tree synthesis selected as its root buffer the cell sky130_fd_sc_hd__clkbuf_8.
- Per the repair_timing log after CTS, setup buffers inserted total 0.

Floorplan:
- The run puts the count of standard-cell rows at 26.
- The run puts the area inside the core boundary at 0.00507 mm².
- The run puts the boundary pin count at 4.
- The run puts the area of the chip at 0.00846 mm².
- The run puts the vertical die size at 92 µm.
- The run gives the starting utilization of the core area as 21.7%.
- The run gives the x dimension of the die as 92 µm.

Run:
- The number of maximum-capacitance violations recorded for the run is 0.
- The tool warning count for the run is 25.

Placement:
- Timing analysis after detailed placement gives a worst setup slack of 660 ps.
- Note, the detailed placer reported a final HPWL of 1680 µm.
- The run gives the final weighted congestion in routability-driven placement as 0.828.
- The run gives the number of port buffers as 3.

Outcome:
- The run finished with clean final reports.
-- final cells by class --
cell class                      count  area [µm²]
Inverter                            3        11.3
Clock buffer                        4        45.0
Tap cell                           70        87.6
Sequential cell                    21         420
Multi-Input combinational cell     99         628
Fill cell                         575        3820
Timing Repair Buffer                7        60.1
-- per-layer routing --
layer	global-route usage [%]	share of wire, %
met4	0.257	0.53
met2	9.65	43
met3	1.57	5.0
met5	0	0
met1	7.68	51
-- stage by stage --
step	hold WS [ps]	instance area [µm²]	instances
global placement	458	1210	200
CTS	501	1250	204
floorplan	440	1100	131
detailed placement	477	1210	200
finish	494	1250	204
global route	534	1250	204
-- sequential cells by signal (all words and copies together), names as in the netlist --
name,cells
o_pulse,1
db_cnt,20
-- critical path, delay by kind of cell (launching register included) --
kind             cells  cell delay [ps]
AND-OR/OR-AND        1              160
flip-flops           1              470
AND/OR/NAND/NOR      3             1380
-- worst max-delay path by stage --
stage / start / cells after the start / to
after CTS: db_cnt[4] / 4 / db_cnt[17]
after global routing: db_cnt[4] / 4 / db_cnt[18]
final: db_cnt[4] / 4 / db_cnt[17]
-- power by group through the flow --
stage     Combinational, mW  Sequential [mW]  Clock, mW
4_1_cts              0.0177            0.313      0.214
5_1_grt              0.0197            0.313      0.225
6_report             0.0174            0.313      0.206
-- kinds of logic after synthesis --
family	synth area share (%)
AND-OR/OR-AND	17.9
XOR/XNOR	0.797
adder cells (fa/ha/maj)	1.14
buffers and inverters	5.23
flip-flops	38.2
multiplexers	1.82
AND/OR/NAND/NOR	34.9
-- cell usage in the layout, fill, tap and decap left out, types with 2 or more instances in the layout --
cell	netlist	final
sky130_fd_sc_hd__nor4_1	4	4
sky130_fd_sc_hd__nor2_1	5	5
sky130_fd_sc_hd__dfxtp_1	21	21
sky130_fd_sc_hd__o21ai_0	6	6
sky130_fd_sc_hd__buf_4	0	4
sky130_fd_sc_hd__o31ai_1	4	4
sky130_fd_sc_hd__nand2_1	16	16
sky130_fd_sc_hd__o211ai_1	3	3
sky130_fd_sc_hd__nand2b_1	3	3
sky130_fd_sc_hd__a31oi_1	4	4
sky130_fd_sc_hd__or3_1	3	3
sky130_fd_sc_hd__nand3_1	5	5
sky130_fd_sc_hd__clkdlybuf4s50_1	0	3
sky130_fd_sc_hd__or4_1	8	8
sky130_fd_sc_hd__clkbuf_8	0	3
sky130_fd_sc_hd__mux2i_1	2	2
sky130_fd_sc_hd__a21oi_1	7	7
sky130_fd_sc_hd__inv_1	3	3
sky130_fd_sc_hd__or3_2	3	3
sky130_fd_sc_hd__nand4_1	7	7
sky130_fd_sc_hd__or4_2	2	2
sky130_fd_sc_hd__nor3_1	3	3
Power figures rest on the tool's default switching activity, not on a simulated workload.
