==> ./run.sh <==
#!/bin/bash
# OpenROAD 26Q1-2900-gdf79404cd8, Yosys 0.63+post, stock flow scripts
make -C /OpenROAD-flow-scripts/flow DESIGN_CONFIG=/design/flow/config.mk WORK_HOME=/design/flow/orfs finish
==> ./config.mk <==
export PLATFORM = sky130hd
export DESIGN_NAME = ltc1406_adc_driver_sv
export DESIGN_NICKNAME = ltc1406_adc_driver_sv
export VERILOG_FILES = /design/flow/design.v
export SDC_FILE = /design/flow/constraint.sdc
export NUM_CORES = 4
export LEC_CHECK = 1
export CORE_AREA = 10 10 70 70
export DIE_AREA = 0 0 80 80
==> ./constraint.sdc <==
current_design ltc1406_adc_driver_sv

set clk_period 1.6
set clk_io_pct 0.2

create_clock -name clk0 -period $clk_period [get_ports {i_sysclk_40}]

set non_clock_inputs [all_inputs -no_clocks]
set_input_delay [expr $clk_period * $clk_io_pct] -clock clk0 $non_clock_inputs
set_output_delay [expr $clk_period * $clk_io_pct] -clock clk0 [all_outputs]
==> ./design.v <==
module ltc1406_adc_driver_sv #(
    parameter int ENOB = 7   
) (
    input  logic             i_sysclk_40,            
    input  logic             i_rst,                  
    output logic             o_ltc1406_nshutdown,    
    output logic             o_ltc1406_clk_20,       
    input  logic             i_ltc1406_d7,           
    input  logic             i_ltc1406_d6,           
    input  logic             i_ltc1406_d5,           
    input  logic             i_ltc1406_d4,           
    input  logic             i_ltc1406_d3,           
    input  logic             i_ltc1406_d2,           
    input  logic             i_ltc1406_d1,           
    output logic [ENOB-1:0]  o_parallel_adc_data,    
    output logic             o_adc_dv                
);
logic adc_clk;
always_ff @(posedge i_sysclk_40) begin
    if (i_rst) begin
        o_adc_dv            <= '0;
        o_ltc1406_nshutdown <= 1'b1;  
        adc_clk             <= '0;
    end else begin
        o_ltc1406_nshutdown <= '0;  
        adc_clk             <= ~adc_clk;
        if (adc_clk) begin
            o_adc_dv            <= '0;
            o_parallel_adc_data <= {i_ltc1406_d7, i_ltc1406_d6, i_ltc1406_d5, i_ltc1406_d4, 
                                    i_ltc1406_d3, i_ltc1406_d2, i_ltc1406_d1};
        end else begin
            o_adc_dv            <= 1'b1;
        end
    end
end
assign o_ltc1406_clk_20 = adc_clk;
endmodule
==> Changelog: implementation <==
### Implementation results

* Slowest cell on crit path: clkdlybuf4s50_1
* Tmin final at between 1 and 1.5 ns
* Clk latency of the worst-skew pair at between 0.2 and 0.3 ns
* Distinct cells, synth at 5
* Final hold violation count at 0
* # DRC at 0
* Gate Area at approximately 18 sq um
* Clock tree root buffer cell: clkbuf_4
* First-pass GRT wire length at approximately 1100 microns
* Top-count cell post-synth: edfxtp_1
* CP startpoint kind: flop
* Status: finished clean
* Number of fill cells at approximately 400
* Vias in the first global route at about 210
* Leakage at roughly 0.00017 uW
* H-Tree Depth at 1
* # Cells Yosys at 12
* Layout cells sized above 1 at roughly an eighth
* Die Height at about 80 microns
* Cell Pwr Density at 900 nW/um^2
* OpenROAD warnings at 25
* DRT Pass-1 Iters at 1
* Top cells by count, synth: edfxtp_1, dfxtp_1, buf_4, nor2_1, nor2b_4
* Async SR Flop Fraction at 0%
* Worst-path clk slew at ~0.060 ns
* Routed WL per cell at 8.65 microns
* CTS tree: done
* Clock tree buffer depth at 2
* Main synth FF type: edfxtp_1
* Area leader share at between 70 and 80%
* Die ar. at between 6000 and 7000 sq um
* Register share after synthesis at approximately nine tenths
* Worst R2R Start: adc_clk
* Detail Route Antenna Nets at 0
* Delay-heaviest family, CP: buffers and inverters
* Worst path required time at between 1 and 1.5 ns
* Yosys top cell by area: edfxtp_1
* CTS sink cnt at 9
* I/O pin total at 19
* Worst Setup SP: adc_clk
* Post_cts resized at 0
* Register Area at roughly 250 sq um
* TritonCTS Buffers at 3
* Post-Synthesis Cells at 12
* All-Layer GR Usage at between 2 and 2.5%
* Worst hold path class: flop to flop
* Layout area overhead at 93.2%
* # rows at 21
* Buffers on Ports at 18
* Die X at roughly 80 microns
* Fin Setup TNS at 0 ns
* Setup Skew at ~0.0031 ns
* Post-CTS setup buffers at 0
* Post-cts hold buffer count at 0
* Peak supply drop at 0.334 mV
* EDFF count, synth at 7
* Final Cycle Share at 89.7%
* Routability cong. at 0.644
* Fmax at about 0.7 GHz
* Critical path class: flop to output pin
* # diodes at 0
* Initial DRC count at 0
* Final count of pins violating max slew at 0
* Worst path cell trace: clkdlybuf4s50_1
* Critical Path End Type: output pin
* Crit Path Max Fanout at 4
* Max-cap viol count at 0
* Yosys warns at 1
* Slew margin rel. at ~85%
* FF+latch count, synth at 9
* Routed via count at around 170
* Biggest area cells: edfxtp_1, dfxtp_1, nor2b_4
* Overflow after GRT at 0
* Cell Area, Synth at roughly 280 sq um
* RSZ-0062 raised after global routing: no
* Pin count of the biggest net entering global routing at 8
* Vias per inst at ~2.2
* Core area at 3420 sq um
* Slew at the pin closest to its max-slew limit at about 0.22 ns
* Initial antenna violation count at 0
* Fp util at 8.06%
* DRT Wirelength at between 600 and 700 microns
* Final setup vio count at 0
* CP peak stage delay at between 0.4 and 0.5 ns
* Yosys Chip Area at between 200 and 300 sq um
* Finished Core Util at about 16%
* Syn Area/Cell at about 23 sq um
* Worst Path Arrival at around 1.1 ns
* Buf/Inv on CP at 1
* Hold_sp: adc_clk
metal layers:
layer | vias to the layer above | track usage, % | wire length [microns]
met4 | 0 | 0.704 | 0
met1 | 80 | 1.86 | 211
met2 | 9 | 3.77 | 376
li1 | 85 | - | -
met3 | 0 | 1.70 | 95
met5 | - | 0 | 0
final timing paths:
check                            to  slack [ns]  cells after the start
min                         adc_clk        0.46                      1
max reg2reg  o_parallel_adc_data[4]        0.64                      1
min reg2reg                 adc_clk        0.46                      1
max                o_ltc1406_clk_20        0.17                      1
layout by cell type, fill, tap and decap left out:
cell | Yosys | final
dfxtp_1 | 2 | 2
clkbuf_4 | 0 | 3
nor2_1 | 1 | 1
clkdlybuf4s50_1 | 0 | 18
nor2b_4 | 1 | 1
edfxtp_1 | 7 | 7
clkbuf_1 | 0 | 1
cell type report:
cell class	instances	area share, %
clock buffers	4	4.94
multi-input cells	2	3.29
flip-flops and latches	9	47.1
well taps	46	10.8
repair buffers	18	33.9
where the power goes:
part | leakage, uW | switching (uW) | total, uW | internal (uW)
sequential | 0.0000816 | 3.57 | 267 | 263
clock | 0.0000150 | 70.2 | 166 | 95.5
combinational | 0.0000778 | 9.38 | 46.0 | 36.6
total | 0.000174 | 83.2 | 478 | 395
sequential cells by signal, indices dropped and copies added, names as in the netlist:
register             count
adc_clk                  1
o_ltc1406_nshutdown      1
o_parallel_adc_data      7
per-stage QoR:
step	setup slack, ns	instances	hold slack, ns	total power [uW]	cell area (sq um)
finish	0.166	79	0.464	478	532
global route	0.113	79	0.491	503	532
CTS	0.152	79	0.464	490	532
detailed placement	0.215	75	0.448	319	505
global placement	0.230	75	0.435	318	505
floorplan	0.750	12	0.348	276	275
logic make-up (layout without fill, tap and decap cells):
kind of cell           count (synthesis)  after routing  share of synthesized area [%]
DFF                                    9              9                           90.9
and+or+nand+nor                        2              2                           6.36
buffers and inverters                  1             22                           2.73
No activity file was given, so power comes from the tool's default toggle rates.
