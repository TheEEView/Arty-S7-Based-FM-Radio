==> design/flow/design.v <==
module derivative_sv #(
    parameter int DATA_WIDTH = 16
) (
    input  logic                     i_sysclk_40,
    input  logic                     i_rst,
    input  logic [DATA_WIDTH-1:0]    i_data,
    output logic [DATA_WIDTH-1:0]    o_derivative_data
);
    logic [DATA_WIDTH-1:0] data_buffered1;
    logic [DATA_WIDTH-1:0] data_buffered2;
    logic [DATA_WIDTH-1:0] derivative_data;
    always_ff @(posedge i_sysclk_40) begin
        if (i_rst) begin
            data_buffered2  <= '0;
            data_buffered1  <= '0;
            derivative_data <= '0;
        end else begin
            data_buffered2  <= data_buffered1;
            data_buffered1  <= i_data;
            derivative_data <= i_data - data_buffered2;
        end
    end
    assign o_derivative_data = derivative_data;
endmodule
==> design/flow/run.sh <==
#!/bin/bash
# OpenROAD 26Q1-2900-gdf79404cd8, Yosys 0.63+post, stock flow scripts
make -C /OpenROAD-flow-scripts/flow DESIGN_CONFIG=/design/flow/config.mk WORK_HOME=/design/flow/orfs finish
==> design/flow/config.mk <==
export PLATFORM = sky130hd
export DESIGN_NAME = derivative_sv
export DESIGN_NICKNAME = derivative_sv
export VERILOG_FILES = /design/flow/design.v
export SDC_FILE = /design/flow/constraint.sdc
export NUM_CORES = 4
export LEC_CHECK = 1
export CORE_UTILIZATION = 40
==> design/flow/constraint.sdc <==
current_design derivative_sv

set clk_period 7.8
set clk_io_pct 0.2

create_clock -name clk0 -period $clk_period [get_ports {i_sysclk_40}]

set non_clock_inputs [all_inputs -no_clocks]
set_input_delay [expr $clk_period * $clk_io_pct] -clock clk0 $non_clock_inputs
set_output_delay [expr $clk_period * $clk_io_pct] -clock clk0 [all_outputs]
==> impl_metrics.ini <==
; physical design summary
[run_status]
status = finished, final reports clean

[clock_tree]
clk-insertion-delay-late_ns = 0.29
cts_resized = 0
cts_hold_buf = 0
cts_inserted_buffers = 5
cts_tree = done
post_cts_buffers = 0
clk_pin_slew_ns = 0.08
clockBufferDepth = 2
cts_sinks = 48
cts-root-buf = clkbuf_8
h-tree-depth = 2

[global_route]
grt_max_degree = 53
grt_use_total_pct = 14.0
antenna_found_initial = 0
grt_overflow = 0
grt_pass1_wl_um = 5850
grt_pass1_vias = 1318

[logic_synthesis]
mux_share_pct = 1.80
yosys.cell_types.count = 40
ys_sh_xor_pct = 2.53
synth_top_cell_by_area = dfxtp_1
ys_seq_share_pct = 46.2
ys_sh_aoi_pct = 13.7
synth_area_um2 = 2080
synth.avg_cell_area_um2 = 9.42
syn_inst = 221
synth_top_area_share_pct = 46.2
top_logic_kind = simple AND/OR/NAND/NOR gates
yosysChipArea_um2 = 2080
synthTopCellsByArea = dfxtp_1, nor2b_1, ha_1
yosys_cells = 221
synth_warnings = 1
ys_sh_simple_pct = 21.5
ys.flops = 48
synthAdderAreaFrac_pct = 9.98

[detailed_routing]
firstDrtPassIters = 4
ant_nets = 0
vias = 1488
viasPerCell = 4.61
drtIter0Drc = 38
wl_per_cell_um = 11.0
drc_errors = 0
diodes = 0
wl_um = 3570

[die]
num_rows = 25
die_w_um = 74.1
ios = 34
die_h_um = 74.1
die_area_um2 = 5490
fp_util_pct = 42.9
core_um2 = 4850

[flow_run]
maxCapViolCount = 0
tool_warnings = 25

[power]
p_leak_uw = 0.00102
vdd_drop_max_uv = 109
p_per_area_nw_per_um2 = 199

[sta]
finalMaxSlewViolations = 0
fin_tns_setup_ns = 0
setup_viol_count_final = 0
worst_pin_slew_ns = 0.515
finalCriticalPeriod_ns = 3.61
hold_violations = 0
fin_crit_sh_pct = 46.3
slew_headroom_pct = 65.6
clock-skew-final_ns = 0.00395
fmax_ghz = 0.277
rsz0062_at_grt = no

[worst_setup_path]
cp.buffers_inverters = 2
critPathSlowestCell = clkdlybuf4s50_1
crit_end = derivative_data[14]$_SDFF_PP0_
arrival_ns = 3.80
max_stage_delay_ns = 0.45
crit_chain = clkdlybuf4s50_1 > inv_1 > ha_1 > fa_1 > and2b_1 > o2111ai_2 > a211oi_2 > o21ai_1 > mux2_1
critPathCaptureType = flip-flop
crit_path_start = i_data[0]
start_kind = primary input
required_ns = 7.98
worst_r2r_path_depth = 7
rr_endpoint = derivative_data[14]$_SDFF_PP0_
crit_type = in2reg
crit_fanout = 3
ff2ff_setup_slack_ns = 5.67
critPathTopFamily = AND-OR/OR-AND gates
r2r_start = data_buffered2[0]$_SDFF_PP0_
crit_cells = 9

[cells_and_area]
layout-drive-gt1-share_pct = 5.86
seq_area_um2 = 961
most-common-layout-cells = dfxtp_1, nor2b_1, clkdlybuf4s50_1
lay_top_count = dfxtp_1
syn_to_final_growth_pct = 23.1
instances_no_fill = 323
nFillCells = 450
comb_area_um2 = 1030

[placement]
place_inst = 315
dpl.hpwl_um = 2520
io_buffers = 33
gp_congestion = 0.822

[min_path]
worstHoldPathType = reg2reg
report_power, final:
part	internal [µW]	switching [µW]
Combinational	53.6	43.2
Clock	72.3	73.9
Sequential	262	3.87
Total	388	121
logic make-up after synthesis:
logic type	count (synthesis)
compound gates	42
xor+xnor	6
fa+ha+maj	16
buf+inv	23
flops	48
mux	3
simple gates	83
state kept, by name, summed over array words and instances (netlist names):
| signal | cells |
|---|---|
| derivative_data | 16 |
| data_buffered2 | 16 |
| data_buffered1 | 16 |
per-layer routing:
metal / vias to the layer above / share of wire, % / global-route usage [%]
met5: - / 0 / 0
met4: 0 / 1.2 / 1.92
met3: 5 / 4.7 / 2.88
met2: 27 / 41 / 22.1
met1: 653 / 53 / 21.0
li1: 803 / - / -
how the worst min path moves through the flow:
stage	slack, ns	cells past startpoint	end	startpoint
6_report	0.44	1	data_buffered2[3]$_SDFF_PP0_	data_buffered1[3]$_SDFF_PP0_
5_1_grt	0.46	1	data_buffered2[4]$_SDFF_PP0_	data_buffered1[4]$_SDFF_PP0_
4_1_cts	0.44	1	data_buffered2[8]$_SDFF_PP0_	data_buffered1[8]$_SDFF_PP0_
per-stage QoR:
stage / utilization [%] / hold WS (ns) / instance area, µm² / total power (µW) / setup slack, ns
after CTS: 52.8 / 0.441 / 2560 / 517 / 4.18
after floorplan: - / 0.414 / 2080 / 329 / 4.47
after global placement: 51.0 / 0.415 / 2470 / 369 / 3.88
final: 52.8 / 0.438 / 2560 / 509 / 4.19
after global routing: 52.8 / 0.457 / 2560 / 539 / 4.05
after detailed placement: 51.0 / 0.422 / 2470 / 369 / 3.86
worst register-to-register path, stage by stage, from the launching register on:
cell       delay [ns]
dfxtp_1          0.31
ha_1             0.19
fa_1             0.37
and2b_1          0.25
o2111ai_2        0.15
a211oi_2         0.33
o21ai_1          0.12
mux2_1           0.30
cell type report:
class / instances / area share, %
inverter: 16 / 2.34
tap: 67 / 3.27
clock buffer: 8 / 3.52
multi-input combinational: 150 / 40.2
sequential: 48 / 37.5
timing repair buffer: 34 / 13.2
cells in the mapped netlist, drive strengths merged:
master / instances
dfxtp: 48
nor2b: 34
nor2: 17
inv: 16
a21oi: 15
ha: 15
nand2: 11
a21o: 7
o21ai: 7
nor3: 6
clkbuf: 4
nand4: 4
xnor2: 4
a211oi: 3
buf: 3
mux2: 3
nand2b: 3
o21a: 3
o31ai: 2
or2: 2
xor2: 2
a32oi: 1
and2b: 1
and4: 1
fa: 1
nand3: 1
nor3b: 1
o2111ai: 1
o211ai: 1
o221a: 1
o221ai: 1
or2b: 1
or3: 1
Power is estimated from default activity; no workload was simulated.
